**design/flow/config.mk**
```make
export PLATFORM = sky130hd
export DESIGN_NAME = LCD_CTRL
export DESIGN_NICKNAME = LCD_CTRL
export VERILOG_FILES = /design/flow/design.v
export SDC_FILE = /design/flow/constraint.sdc
export NUM_CORES = 4
export LEC_CHECK = 1
export CORE_UTILIZATION = 30
```
**design/flow/constraint.sdc**
```tcl
current_design LCD_CTRL

set clk_period 21.4
set clk_io_pct 0.2

create_clock -name clk0 -period $clk_period [get_ports {clk}]

set non_clock_inputs [all_inputs -no_clocks]
set_input_delay [expr $clk_period * $clk_io_pct] -clock clk0 $non_clock_inputs
set_output_delay [expr $clk_period * $clk_io_pct] -clock clk0 [all_outputs]
```
**design/flow/design.v**
```verilog
module LCD_CTRL(clk, reset, IROM_Q, cmd, cmd_valid, IROM_EN, IROM_A, IRB_RW, IRB_D, IRB_A, busy, done);
input            clk;
input            reset;
input      [7:0] IROM_Q;
input      [3:0] cmd;
input            cmd_valid;
output reg       IROM_EN;
output     [5:0] IROM_A;
output reg       IRB_RW;
output     [7:0] IRB_D;
output     [5:0] IRB_A;
output reg       busy;
output reg       done;
reg        [2:0] state, nx_state;
reg        [6:0] cnt;
reg              cnt_re, cnt_en;
reg        [3:0] ctrl1, ctrl2, ctrl3, ctrl4;
reg        [7:0] position [3:0];
reg        [8:0] buffer [63:0];
wire       [9:0] average;
integer          i;
assign           IROM_A = cnt[5:0];
assign           IRB_A  = cnt[5:0];
parameter  [2:0] ST_IN = 3'b000,
		         ST_RE = 3'b001,
		         ST_OP = 3'b010,
	             ST_WR = 3'b011,
		         ST_DO = 3'b100;
always@ (posedge clk or posedge reset) begin
	if (reset)
            state <= ST_IN;
	else
	    state <= nx_state;
end
always@ (*) begin
	nx_state  = state;
	case(state)
 	    ST_IN  : nx_state = ST_RE;
	    ST_RE  : nx_state = cnt[6]              ? ST_OP : ST_RE;
	    ST_OP  : nx_state = (cmd_valid & ~|cmd) ? ST_WR : ST_OP;
	    ST_WR  : nx_state = cnt[6]              ? ST_DO : ST_WR;
	    ST_DO  : begin end    
	endcase
end
always@ (*) begin
	busy      = 1'b1;
	done      = 1'b0;
	IROM_EN   = 1'b1;
	IRB_RW    = 1'b1;
	cnt_re    = 1'b0;
	cnt_en    = 1'b0;
	case(state)
		ST_IN : begin
			busy      = 1'b1;
			done      = 1'b0;
			IROM_EN   = 1'b1;
			IRB_RW    = 1'b1;
			cnt_re    = 1'b0;
			cnt_en    = 1'b0;
		end
		ST_RE : begin
			busy      = 1'b1;
			done      = 1'b0;
			IROM_EN   = 1'b0;
			IRB_RW    = 1'b1;
			cnt_re    = cnt[6];
			cnt_en    = 1'b1;
		end
		ST_OP : begin
			busy      = 1'b0;
			done      = 1'b0;
			IROM_EN   = 1'b1;
			IRB_RW    = 1'b1;
			cnt_re    = 1'b0;
			cnt_en    = 1'b0;
		end
		ST_WR : begin
			busy      = 1'b1;
			done      = 1'b0;
			IROM_EN   = 1'b1;
			IRB_RW    = 1'b0;
			cnt_re    = cnt[6];
			cnt_en    = 1'b1;
		end
		ST_DO : begin
			busy      = 1'b0;
			done      = 1'b1;
			IROM_EN   = 1'b1;
			IRB_RW    = 1'b1;
			cnt_re    = 1'b0;
			cnt_en    = 1'b0;
		end
	endcase
end
always@ (posedge clk or posedge reset) begin
	if (reset)
        cnt     <= 7'b0;
	else begin
	    if (cnt_re)
		    cnt <= 7'b0;
	    else if (cnt_en) 
		    cnt <= cnt + 7'b1;
	end
end
assign    IRB_D  = (state == ST_WR) ? buffer[cnt[5:0]] : 8'b00000000;
parameter [3:0] CTRL_SU   = 4'b1110,
                CTRL_SD   = 4'b0001,
                CTRL_SL   = 4'b0010,
                CTRL_SR   = 4'b0011,
                CTRL_AV   = 4'b0100,
                CTRL_DOWN = 4'b0101,
                CTRL_UP   = 4'b0110,
                CTRL_RIGHT= 4'b0111,
                CTRL_LEFT = 4'b1000,
                CTRL_RE   = 4'b1001,
                CTRL_EN   = 4'b1010,
                CTRL_DE   = 4'b1011,
                CTRL_TH   = 4'b1100,
                CTRL_INTH = 4'b1101;
always@ (*) begin
	ctrl1 = 4'b0000;
	ctrl2 = 4'b0000;
	ctrl3 = 4'b0000;
	ctrl4 = 4'b0000;
	if (state == ST_OP) begin
		case (cmd) 
		4'b0001 : begin
			ctrl1 = CTRL_SU;
			ctrl2 = CTRL_SU;
			ctrl3 = CTRL_SU;
			ctrl4 = CTRL_SU;
		end
		4'b0010 : begin
			ctrl1 = CTRL_SD;
			ctrl2 = CTRL_SD;
			ctrl3 = CTRL_SD;
			ctrl4 = CTRL_SD;
		end
		4'b0011 : begin
			ctrl1 = CTRL_SL;
			ctrl2 = CTRL_SL;
			ctrl3 = CTRL_SL;
			ctrl4 = CTRL_SL;
		end
		4'b0100 : begin
			ctrl1 = CTRL_SR;
			ctrl2 = CTRL_SR;
			ctrl3 = CTRL_SR;
			ctrl4 = CTRL_SR;
		end
		4'b0101 : begin
			ctrl1 = CTRL_AV;
			ctrl2 = CTRL_AV;
			ctrl3 = CTRL_AV;
			ctrl4 = CTRL_AV;
		end
		4'b0110 : begin
		    ctrl1 = CTRL_DOWN;
			ctrl2 = CTRL_DOWN;
		    ctrl3 = CTRL_UP;
			ctrl4 = CTRL_UP;
		end
		4'b0111 : begin
		    ctrl1 = CTRL_RIGHT;
			ctrl2 = CTRL_LEFT;
		    ctrl3 = CTRL_RIGHT;
			ctrl4 = CTRL_LEFT;
		end
		4'b1000 : begin
			ctrl1 = CTRL_RE;
			ctrl2 = CTRL_RE;
			ctrl3 = CTRL_RE;
			ctrl4 = CTRL_RE;
		end
		4'b1001 : begin
			ctrl1 = CTRL_EN;
			ctrl2 = CTRL_EN;
			ctrl3 = CTRL_EN;
			ctrl4 = CTRL_EN;
		end
		4'b1010: begin
			ctrl1 = CTRL_DE;
			ctrl2 = CTRL_DE;
			ctrl3 = CTRL_DE;
			ctrl4 = CTRL_DE;
		end
		4'b1011: begin
			ctrl1 = CTRL_TH;
			ctrl2 = CTRL_TH;
			ctrl3 = CTRL_TH;
			ctrl4 = CTRL_TH;
		end
		4'b1100: begin
			ctrl1 = CTRL_INTH;
			ctrl2 = CTRL_INTH;
			ctrl3 = CTRL_INTH;
			ctrl4 = CTRL_INTH;
		end
		endcase
	end
end
always@ (posedge clk) begin 						
    if (reset) begin
        position[0] <= 27;
        position[1] <= 28;
        position[2] <= 35;
        position[3] <= 36;
    end
    else begin
        case (ctrl1)
            CTRL_SU   :  position[0] <= (position[0] >= 8) ? position[0] - 8 : position[0];
            CTRL_SD   :  position[0] <= (position[3] <= 55) ? position[0] + 8 : position[0];
            CTRL_SL   :  position[0] <= ((position[0] != 0) & (position[0] != 8) & (position[0] != 16) & (position[0] != 32) & (position[0] != 40) & (position[0] != 48) & (position[0] != 56)) ? position[0] - 1 : position[0];
            CTRL_SR   :  position[0] <= ((position[1] != 7) & (position[1] != 15) & (position[1] != 23) & (position[1] != 31) & (position[1] != 39) & (position[1] != 47) & (position[1] != 55)) ? position[0] + 1 : position[0];
            CTRL_RE   :  position[0] <= 27;
        endcase 
        case (ctrl2)
            CTRL_SU   :  position[1] <= (position[0] >= 8) ? position[1] - 8 : position[1];
            CTRL_SD   :  position[1] <= (position[3] <= 55) ? position[1] + 8 : position[1];
            CTRL_SL   :  position[1] <= ((position[0] != 0) & (position[0] != 8) & (position[0] != 16) & (position[0] != 32) & (position[0] != 40) & (position[0] != 48) & (position[0] != 56)) ? position[1] - 1 : position[1];
            CTRL_SR   :  position[1] <= ((position[1] != 7) & (position[1] != 15) & (position[1] != 23) & (position[1] != 31) & (position[1] != 39) & (position[1] != 47) & (position[1] != 55)) ? position[1] + 1 : position[1];
            CTRL_RE   :  position[1] <= 28;
        endcase 
        case (ctrl3)
            CTRL_SU   :  position[2] <= (position[0] >= 8) ? position[2] - 8 : position[2];
            CTRL_SD   :  position[2] <= (position[3] <= 55) ? position[2] + 8 : position[2];
            CTRL_SL   :  position[2] <= ((position[0] != 0) & (position[0] != 8) & (position[0] != 16) & (position[0] != 32) & (position[0] != 40) & (position[0] != 48) & (position[0] != 56)) ? position[2] - 1 : position[2];
            CTRL_SR   :  position[2] <= ((position[1] != 7) & (position[1] != 15) & (position[1] != 23) & (position[1] != 31) & (position[1] != 39) & (position[1] != 47) & (position[1] != 55)) ? position[2] + 1 : position[2];
            CTRL_RE   :  position[2] <= 35;
        endcase 
        case (ctrl4)
            CTRL_SU   :  position[3] <= (position[0] >= 8) ? position[3] - 8 : position[3];
            CTRL_SD   :  position[3] <= (position[3] <= 55) ? position[3] + 8 : position[3];
            CTRL_SL   :  position[3] <= ((position[0] != 0) & (position[0] != 8) & (position[0] != 16) & (position[0] != 32) & (position[0] != 40) & (position[0] != 48) & (position[0] != 56)) ? position[3] - 1 : position[3];
            CTRL_SR   :  position[3] <= ((position[1] != 7) & (position[1] != 15) & (position[1] != 23) & (position[1] != 31) & (position[1] != 39) & (position[1] != 47) & (position[1] != 55)) ? position[3] + 1 : position[3];
            CTRL_RE   :  position[3] <= 36;
        endcase 
    end
end
assign average = (buffer[position[0]] + buffer[position[1]] + buffer[position[2]] + buffer[position[3]]) >> 2;
always@ (posedge clk) begin 						
    if (reset) begin
        for (i = 0; i <= 63; i = i + 1)
            buffer[i] <= 9'b0;
    end
    else begin
        if (state == ST_RE)  begin
            buffer[cnt - 1] <= {1'b0, IROM_Q};
        end
        else if (state == ST_OP) begin
            case (ctrl1)
                CTRL_DOWN :  buffer[position[0]] <= buffer[position[2]];
                CTRL_RIGHT:  buffer[position[0]] <= buffer[position[1]];
                CTRL_AV   :  buffer[position[0]] <= average[8:0];
                CTRL_EN   :  buffer[position[0]] <= (buffer[position[0]] + 64 > 255) ? 255 : buffer[position[0]] + 64; 
                CTRL_DE   :  buffer[position[0]] <= (buffer[position[0]] - 64 > 255)   ? 9'b0: buffer[position[0]] - 64;
                CTRL_TH   :  buffer[position[0]] <= (buffer[position[0]] > 128)      ? 255 : 0;
                CTRL_INTH :  buffer[position[0]] <= (buffer[position[0]] < 128)      ? 255 : 0;
            endcase 
            case (ctrl2)
                CTRL_DOWN :  buffer[position[1]] <= buffer[position[3]];
                CTRL_LEFT :  buffer[position[1]] <= buffer[position[0]];
                CTRL_AV   :  buffer[position[1]] <= average[8:0];
                CTRL_EN   :  buffer[position[1]] <= (buffer[position[1]] + 64 > 255) ? 255 : buffer[position[1]] + 64; 
                CTRL_DE   :  buffer[position[1]] <= (buffer[position[1]] - 64 > 255)   ? 9'b0: buffer[position[1]] - 64;
                CTRL_TH   :  buffer[position[1]] <= (buffer[position[1]] > 128)      ? 255 : 0;
                CTRL_INTH :  buffer[position[1]] <= (buffer[position[1]] < 128)      ? 255 : 0;
            endcase 
            case (ctrl3)
                CTRL_UP   :  buffer[position[2]] <= buffer[position[0]];
                CTRL_RIGHT:  buffer[position[2]] <= buffer[position[3]];
                CTRL_AV   :  buffer[position[2]] <= average[8:0];
                CTRL_EN   :  buffer[position[2]] <= (buffer[position[2]] + 64 > 255) ? 255 : buffer[position[2]] + 64; 
                CTRL_DE   :  buffer[position[2]] <= (buffer[position[2]] - 64 > 255)   ? 9'b0: buffer[position[2]] - 64;
                CTRL_TH   :  buffer[position[2]] <= (buffer[position[2]] > 128)      ? 255 : 0;
                CTRL_INTH :  buffer[position[2]] <= (buffer[position[2]] < 128)      ? 255 : 0;
            endcase 
            case (ctrl4)
                CTRL_UP   :  buffer[position[3]] <= buffer[position[1]];
                CTRL_LEFT :  buffer[position[3]] <= buffer[position[2]];
                CTRL_AV   :  buffer[position[3]] <= average[8:0];
                CTRL_EN   :  buffer[position[3]] <= (buffer[position[3]] + 64 > 255) ? 255 : buffer[position[3]] + 64; 
                CTRL_DE   :  buffer[position[3]] <= (buffer[position[3]] - 64 > 255)   ? 9'b0: buffer[position[3]] - 64;
                CTRL_TH   :  buffer[position[3]] <= (buffer[position[3]] > 128)      ? 255 : 0;
                CTRL_INTH :  buffer[position[3]] <= (buffer[position[3]] < 128)      ? 255 : 0;
            endcase 
        end
    end
end
endmodule
```
**design/flow/run.sh**
```bash
#!/bin/bash
# OpenROAD 26Q1-2900-gdf79404cd8, Yosys 0.63+post, stock flow scripts
make -C /OpenROAD-flow-scripts/flow DESIGN_CONFIG=/design/flow/config.mk WORK_HOME=/design/flow/orfs finish
```
==> results_dict.tcl <==
# flow metrics
set metrics [dict create \
    p_int_mw 2.40 \
    grt_usage 0.518 \
    dr.pass1.iters 12 \
    ant_nets 0 \
    switchingPower_mw 1.19 \
    port_buffers 38 \
    fp-utilization 0.303 \
    timing.final.ws_setup_ns 10.36 \
    crit_slowest_cell "or3_1" \
    place_ws_ns 11.03 \
    hold_viol 0 \
    final_core_util 0.341 \
    htreeDepth 3 \
    totalWireLength_mm 568 \
    synth_area_mm2 0.0668 \
    syn2layout_area_growth_pct 12.5 \
    grt_max_degree 61 \
    fill_cells 22300 \
    layout-drive-gt1-share 0.184 \
    dieArea_mm2 0.225 \
    flop_area_mm2 0.0186 \
    synth_seq_share 0.278 \
    core.rowCount 172 \
    finClkSkew_ns 0.0430 \
    hold_class "flip-flop to flip-flop" \
    die_width_um 474 \
    p_per_area_mw_per_mm2 47.8 \
    cts_tree "built" \
    path_class "flip-flop to output port" \
    cts_buffer_depth 3 \
    critPathRequiredTime_ns 17.12 \
    finalSetupViolations 0 \
    path_delay_family "buffers and inverters" \
    fin_setup_tns_ns 0 \
    cp_data_arrival_time_ns 6.76 \
    end_kind "output port" \
    cts_made_buffers 86 \
    root_buffer "clkbuf_16" \
    avgSynthCellArea_um2 9.03 \
    dp_hpwl_mm 406 \
    edf_count 576 \
    max_slew_margin 0.0304 \
    fp.dieH_um 474 \
    ff_type "edfxtp_1" \
    synth_cells 7399 \
    fin_hold_ws_ns 0.530 \
    finalMaxSlewViolations 0 \
    p_leak_nw 25.9 \
    crit_top_cell "buf_4" \
    crit_path_start_kind "flip-flop" \
    synth-seq-cells 636 \
    seq_power_share 0.419 \
    ys_warn_count 2 \
    finalClockPeriodUsage 0.516 \
    sw_frac_of_total 0.331 \
    drc 0 \
    cts_resized 0 \
    ys_types 122 \
    grt_pass1_wl_mm 733 \
    path_cells "buf_4 -> mux2_4 -> buf_4 -> buf_4 -> a21oi_1 -> o21ai_1 -> nand4_1 -> or3_1 -> or2_0 -> buf_4 -> nor2_1 -> clkdlybuf4s50_1" \
    maxCapViolations 0 \
    postSynth.asyncResetShare 0.0189 \
    clkLatencyLatePin_ns 0.80 \
    p_total_mw 3.59 \
    gr-total-overflow 0 \
    io_pins 39 \
    dr_total_vias 79800 \
    run_status "finished clean" \
    coreArea_mm2 0.221 \
    ys_cells 7399 \
    drtIter0Drc 12000 \
    min_period_ns 11.04 \
    clk_pin_slew_ns 0.05 \
    rsz0062_at_grt "no" \
    grt_pass1_vias 73400 \
    postCtsHoldBufs 0 \
    ir_worst_vdd_mv 0.0706 \
    max_stage_delay_ns 0.74 \
    tool_warnings 39 \
    fmax_ghz 0.0906 \
    crit_fanout 31 \
    vias_per_cell 7.61 \
    cts.sinks 636 \
    grt_antenna_before_repair 90 \
    postCtsSetupRepairBufs 0 \
    gp_congestion 1.16 \
    combGateArea_mm2 0.0448 \
    yosys_area_mm2 0.0668 \
    cp_num_buf_inv 5 \
    wire_per_inst_um 54.2 \
    combPwrFrac 0.147 \
    max_slew.worst_pin.slew_ns 1.44 \
    clockPowerShare 0.434 \
]
-- cells in the final DEF, fill, tap and decap left out, types with 24 or more instances in the layout --
master             n
a22oi_1          256
nand2b_1         365
fa_1              25
or2_2             44
a221oi_2          50
o21ai_1           39
or3_1             26
a221oi_1         641
nor2b_1           40
nand3_1          124
nor3_1           186
ha_1              56
and3_1            42
o221ai_1          27
a31oi_1           44
o31ai_1           26
a21oi_1          402
mux4_2           433
a21o_1            53
o21ai_0          232
a32oi_1           57
a211oi_1          67
edfxtp_1         576
nor2_1           886
clkbuf_16         88
or4_1             48
o211ai_1          25
nand2_1          684
a22o_1            24
inv_1            117
nand4_1           33
mux2i_1          177
and2_1            36
o22ai_1          336
clkinv_1          24
clkdlybuf4s50_1   37
xnor2_1           27
diode_2           92
buf_4            528
dfxtp_1           38
-- final timing paths --
check	startpoint	end	cells after the start	slack [ns]
max	state[4]	IRB_D[7]	12	10.36
min	state[1]	state[1]	1	0.53
max reg2reg	state[4]	buffer[4][5]	27	10.46
min reg2reg	state[1]	state[1]	1	0.53
max in group asynchronous	reset	cnt[0]	2	17.09
min in group asynchronous	reset	state[3]	2	3.91
-- per-layer routing --
metal,vias up,track usage,part of all wire
met5,-,0.133,0.0072
met4,124,0.402,0.10
met3,2502,0.401,0.19
met2,8184,0.640,0.37
met1,39200,0.572,0.33
li1,29700,-,-
-- stage by stage --
| step | instances | area (µm²) |
|---|---|---|
| 6_report | 10500 | 75200 |
| 4_1_cts | 10400 | 75000 |
| 3_3_place_gp | 10200 | 72100 |
| 2_1_floorplan | 7399 | 66800 |
| 5_1_grt | 10400 | 75000 |
| 3_5_place_dp | 10200 | 72100 |
-- registers in the layout, summed over array words and instances (netlist names), named ones only --
signal and flops:
buffer 576, position 30, state 5, cnt 7
-- area by class of cell --
cell class / count / share of cell area
Multi-Input combinational cell: 5928 / 0.596
Sequential cell: 636 / 0.247
Timing Repair Buffer: 573 / 0.0596
Tap cell: 2958 / 0.0492
Clock buffer: 102 / 0.0303
Clock inverter: 59 / 0.00837
Inverter: 129 / 0.00644
Antenna cell: 92 / 0.00306
-- cells in the mapped netlist (67+ instances only) --
cell type / count / area share
a211oi_1: 67 / 0.0075
a21oi_1: 409 / 0.031
a221oi_1: 641 / 0.084
a22oi_1: 256 / 0.029
buf_2: 212 / 0.016
buf_4: 90 / 0.010
clkbuf_1: 335 / 0.019
edfxtp_1: 576 / 0.26
inv_1: 121 / 0.0068
mux2i_1: 178 / 0.027
mux4_2: 433 / 0.15
nand2_1: 689 / 0.039
nand2b_1: 368 / 0.034
nand3_1: 127 / 0.0095
nor2_1: 893 / 0.050
nor3_1: 196 / 0.015
o21ai_0: 234 / 0.018
o22ai_1: 336 / 0.031
-- logic make-up after synthesis --
group           after synthesis  share of synthesized area
compound gates             2538                      0.280
xor+xnor                     39                    0.00511
fa+ha+maj                    81                     0.0180
buf+inv                     835                     0.0594
flops                       636                      0.278
mux                         620                      0.174
other cells                   1                  0.0000561
simple gates               2649                      0.185
-- power by group through the flow --
| stage | registers, mW | clock network [mW] | logic (mW) |
|---|---|---|---|
| CTS | 1.49 | 1.56 | 0.486 |
| global route | 1.50 | 1.59 | 0.512 |
| finish | 1.51 | 1.56 | 0.529 |
Power figures rest on the tool's default switching activity, not on a simulated workload.
